`./design.v`:
```
interface interface_fifo(input clk,rstn);
  parameter DATA_W   = 128;    
  parameter DEPTH    = 1024;  
  parameter UPP_TH   = 4;     
  parameter LOW_TH   = 2;    
  logic i_wren,i_rden,o_full,o_empty,o_alm_full,o_alm_empty;
  logic  [DATA_W - 1 : 0] i_wrdata;
  logic  [DATA_W - 1 : 0] o_rddata;
  clocking clk_b_driver @(posedge clk);
  default input #0 output #0;
  output  i_wrdata;
  output i_wren,i_rden;
endclocking : clk_b_driver
  clocking clk_b_monitor @(posedge clk);
  default input #0 output #0;
  input  i_wrdata;
  input i_wren,i_rden;
   input  o_rddata;
  input o_full,o_empty,o_alm_full,o_alm_empty; 
endclocking : clk_b_monitor
modport mp_driver (input clk, rstn, clocking clk_b_driver);
modport mp_monitor (input clk, rstn, clocking clk_b_monitor);
endinterface
module my_fifo #(
                   parameter DATA_W           = 128      ,         
                   parameter DEPTH            = 5      ,         
                   parameter UPP_TH           = 4      ,         
                   parameter LOW_TH           = 2                
                )
                (
                   input                   clk         ,         
                   input                   rstn        ,         
                   input                   i_wren      ,         
                   input  [DATA_W - 1 : 0] i_wrdata    ,         
                   output                  o_alm_full  ,         
                   output                  o_full      ,         
                   input                   i_rden      ,         
                   output [DATA_W - 1 : 0] o_rddata    ,         
                   output                  o_alm_empty ,         
                   output                  o_empty               
                );
logic [DATA_W - 1        : 0] data_rg [DEPTH] ;         
logic [$clog2(DEPTH) - 1 : 0] wrptr_rg        ;         
logic [$clog2(DEPTH) - 1 : 0] rdptr_rg        ;         
logic [$clog2(DEPTH)     : 0] dcount_rg       ;         
logic                         wren_s          ;         
logic                         rden_s          ;         
logic                         full_s          ;         
logic                         empty_s         ;         
always @ (posedge clk) begin
   if (!rstn) begin      
      data_rg   <= '{default: '0} ;
      wrptr_rg  <= 0              ;
      rdptr_rg  <= 0              ;      
      dcount_rg <= 0              ;
   end
   else begin   
      if (wren_s) begin                          
         data_rg [wrptr_rg] <= i_wrdata ;         
        if (wrptr_rg == DEPTH-1) begin
            wrptr_rg <= 0               ;         
         end
         else begin
            wrptr_rg <= wrptr_rg + 1    ;         
         end
      end
      if (rden_s) begin         
        if (rdptr_rg == DEPTH-1) begin
            rdptr_rg <= 0               ;         
         end
         else begin
            rdptr_rg <= rdptr_rg + 1    ;         
         end
      end
      if (wren_s && !rden_s) begin                
         dcount_rg <= dcount_rg + 1 ;
      end                    
      else if (!wren_s && rden_s) begin           
         dcount_rg <= dcount_rg - 1 ;         
      end
   end
end
assign full_s      = (dcount_rg == DEPTH) ? 1'b1 : 0                ; 
assign empty_s     = (dcount_rg == 0    ) ? 1'b1 : 0                ;
assign wren_s      = i_wren & !full_s                               ;  
assign rden_s      = i_rden & !empty_s                              ;
assign o_full      = full_s                           ;
assign o_empty     = empty_s                                        ;
assign o_alm_full  = ((dcount_rg > UPP_TH) ? 1'b1 : 0)              ;
assign o_alm_empty = (dcount_rg < LOW_TH) ? 1'b1 : 0                ;  
assign o_rddata    = data_rg [rdptr_rg]                             ;   
endmodule
```
`./run.sh`:
```
#!/bin/bash
# OpenROAD 26Q1-2900-gdf79404cd8, Yosys 0.63+post, stock flow scripts
make -C /OpenROAD-flow-scripts/flow DESIGN_CONFIG=/design/flow/config.mk WORK_HOME=/design/flow/orfs finish
```
`./config.mk`:
```
export PLATFORM = sky130hd
export DESIGN_NAME = my_fifo
export DESIGN_NICKNAME = my_fifo
export VERILOG_FILES = /design/flow/design.v
export SDC_FILE = /design/flow/constraint.sdc
export NUM_CORES = 4
export LEC_CHECK = 1
export CORE_UTILIZATION = 40
export SYNTH_HDL_FRONTEND = slang
```
`./constraint.sdc`:
```
current_design my_fifo

set clk_period 15.1
set clk_io_pct 0.2

create_clock -name clk0 -period $clk_period [get_ports {clk}]

set non_clock_inputs [all_inputs -no_clocks]
set_input_delay [expr $clk_period * $clk_io_pct] -clock clk0 $non_clock_inputs
set_output_delay [expr $clk_period * $clk_io_pct] -clock clk0 [all_outputs]
```
==> results.yml <==
# implementation run metrics
floorplan:
  die-area_um2: 71800
  ios: 264
  row_count: 97
  dieHeight_um: 268
  die_w_um: 268
  initCoreUtil_pct: 40.4
  core_um2: 70000
power_and_ir_drop:
  ir_worst_vdd_v: 0.0000732
  p_leak_nw: 11.1
  p_per_area_nw_per_um2: 131
setup_path:
  cpLargestDelayFamily: "buffers and inverters"
  startpoint: "rdptr_rg[1]"
  r2r_slack_ns: 11.63
  reg2regPathDepth: 6
  critPathRequiredTime_ns: 12.08
  slowest_stage: "buf_4"
  cpMostUsedCell: "buf_4"
  crit_path_max_fanout: 38
  arrival_ns: 4.30
  rr_startpoint: "dcount_rg[0]"
  max_stage_delay_ns: 0.66
  critPathKind: "reg2out"
  r2r-end: "data_rg[458]"
  cp_cell_sequence: "buf_4, buf_4, buf_4, mux4_2, inv_1, o21ai_0, clkdlybuf4s50_1"
  worst_setup_path_start_kind: "flip-flop"
  worst-path-buf-inv: 5
  cp-end-kind: "primary output"
grt:
  grt_max_degree: 155
  grt_busiest_layer: "met2"
  antenna_found_initial: 5
  grt_util_met3_pct: 3.98
  grt_overflow: 0
  grt_use_total_pct: 22.2
  use_met1_pct: 34.0
  grt_pass1_wl_mm: 121
  grt_pass1_vias: 21500
  use_met2_pct: 34.6
synthesis:
  ys.flops: 650
  async_flop_share_pct: 0
  ys_cells: 3312
  syn_inst: 3312
  ys_area_um2: 28300
  synthDominantCellAreaShare_pct: 46.0
  edf_count: 0
  flop_cell: "dfxtp_1"
  largest_area_cell: "dfxtp_1"
  yosysMostFrequentCell: "nand2_1"
  common_cells: "1032 x nand2_1, 650 x dfxtp_1, 382 x o21ai_0, 275 x a21boi_0, 259 x nand3_1"
  yosysWarnings: 0
  ys_types: 37
  area_leaders: "dfxtp_1 46%, nand2_1 14%, mux4_2 10%"
  syn_avg_cell_area_um2: 8.54
  ys_seq_share_pct: 46.0
  syn_area_um2: 28300
clock_network:
  numClockSinks: 650
  h-tree-depth: 3
  cts_tree: "done"
  cts_setup_buffers: 0
  clock_latency_ns: 0.60
  cts-buffers-inserted: 73
  clk_path_buf_depth: 3
  cts_hold_buf: 0
  cts_resized: 0
  clkTransAtPathRegs_ns: 0.05
  ctsRootBufferMaster: "clkbuf_16"
sta:
  post-route-period-util_pct: 48.5
  max_freq_ghz: 0.137
  max_slew_margin_pct: 39.8
  final-hold-violation-count: 0
  slew_violations: 0
  skew_ns: 0.0159
  finalSetupViolCount: 0
  finalSetupTns_ns: 0
  fin_crit_ns: 7.32
  rsz0062_at_grt: "false"
  worst_pin_slew_ns: 0.894
final_layout:
  area_delta_synth_final_pct: 17.9
  fin_util_pct: 47.6
  drive_gt1_share_pct: 8.26
  fillers: 6629
hold_path:
  worstHoldPathType: "reg2reg"
  min_to: "data_rg[282]"
  worstHoldStart: "data_rg[282]"
  hold_depth: 2
outcome:
  run_status: "completed"
detailed_routing:
  wire_per_inst_um: 17.3
  drtIter0Drc: 1319
  vias: 22400
  dr.pass1.iters: 5
  ant_nets: 0
  vias_per_cell: 5.11
  remaining_drc_errors: 0
  routed_wl_mm: 76.1
placement:
  io_buffers: 263
  globalplace.congestion: 0.797
  dpl.hpwl_mm: 43.4
job:
  max_cap_violations: 0
  warnings: 31
==> logic make-up after synthesis <==
group / Yosys count / synth area share [%]
XOR/XNOR: 2 / 0.0619
AND-OR/OR-AND: 784 / 17.4
flip-flops: 650 / 46.0
buffers and inverters: 423 / 7.08
multiplexers: 130 / 10.3
AND/OR/NAND/NOR: 1315 / 18.8
adder cells (fa/ha/maj): 8 / 0.380
==> state kept, by name, summed over array words and instances (netlist names) <==
| name | count |
|---|---|
| wrptr_rg | 3 |
| data_rg | 640 |
| dcount_rg | 4 |
| rdptr_rg | 3 |
==> power breakdown <==
group	total, mW	switching [mW]	internal [mW]
clock	1.78	0.706	1.07
sequential	1.85	0.0569	1.79
combinational	0.731	0.376	0.355
==> through the flow <==
| stage | cells | cell area, µm² | worst slack [ns] | hold WS (ns) | power (mW) |
|---|---|---|---|---|---|
| floorplan | 3312 | 28300 | 10.60 | 0.432 | 2.32 |
| detailed placement | 4267 | 31000 | 8.32 | 0.442 | 2.63 |
| global placement | 4267 | 31000 | 8.37 | 0.438 | 2.62 |
| CTS | 4391 | 33400 | 7.66 | 0.450 | 4.42 |
| finish | 4392 | 33400 | 7.78 | 0.447 | 4.36 |
| global route | 4392 | 33400 | 7.55 | 0.463 | 4.56 |
==> worst max path at each step <==
stage                   end  slack [ns]  depth (start not counted)
global route  o_rddata[102]        7.55                          7
CTS           o_rddata[124]        7.66                          7
finish        o_rddata[102]        7.78                          7
==> worst reg2reg max path: cells and delay by family (launching register included) <==
family                 cells  cell delay, ns
AND/OR/NAND/NOR            3            1.48
buffers and inverters      2            1.32
flip-flops                 1            0.50
AND-OR/OR-AND              1            0.10
==> layout make-up <==
| class | count | area (µm²) | share of cell area [%] |
|---|---|---|---|
| multi-input combinational | 2239 | 13300 | 39.9 |
| tap | 940 | 1180 | 3.53 |
| clock buffer | 102 | 2070 | 6.20 |
| inverter | 136 | 510 | 1.53 |
| sequential | 650 | 13000 | 39.0 |
| timing repair buffer | 302 | 2970 | 8.90 |
| antenna | 1 | 2.50 | 0.00750 |
| clock inverter | 22 | 297 | 0.889 |
==> metal layers <==
layer / vias up / part of all wire, %
li1: 11300 / -
met1: 10600 / 47
met2: 403 / 46
met3: 92 / 4.8
met4: 8 / 1.6
met5: - / 0.079
==> placed cells by master (no fill, tap or decap), drive strengths merged, types with 40 or more instances in the layout <==
master | synthesis | layout
nand2 | 1032 | 1032
dfxtp | 650 | 650
o21ai | 389 | 389
a21boi | 387 | 387
clkdlybuf4s50 | 0 | 262
nand3 | 259 | 259
inv | 136 | 139
mux4 | 128 | 128
clkbuf | 126 | 102
buf | 161 | 40
Power figures rest on the tool's default switching activity, not on a simulated workload.
